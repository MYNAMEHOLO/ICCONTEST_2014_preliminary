### ./config.mk
export PLATFORM = sky130hd
export DESIGN_NAME = STI_DAC
export DESIGN_NICKNAME = STI_DAC
export VERILOG_FILES = /design/flow/design.v
export SDC_FILE = /design/flow/constraint.sdc
export NUM_CORES = 4
export LEC_CHECK = 1
export CORE_UTILIZATION = 50
### ./constraint.sdc
current_design STI_DAC

set clk_period 5.8
set clk_io_pct 0.2

create_clock -name clk0 -period $clk_period [get_ports {clk}]

set non_clock_inputs [all_inputs -no_clocks]
set_input_delay [expr $clk_period * $clk_io_pct] -clock clk0 $non_clock_inputs
set_output_delay [expr $clk_period * $clk_io_pct] -clock clk0 [all_outputs]
### ./design.v
module STI_DAC(clk ,reset, load, pi_data, pi_length, pi_fill, pi_msb, pi_low, pi_end,
	       so_data, so_valid,
	       oem_finish, oem_dataout, oem_addr,
	       odd1_wr, odd2_wr, odd3_wr, odd4_wr, even1_wr, even2_wr, even3_wr, even4_wr);
input		clk, reset;
input		load, pi_msb, pi_low, pi_end; 
input	[15:0]	pi_data;
input	[1:0]	pi_length;
input		pi_fill;
output	reg so_data, so_valid;
output  reg odd1_wr, odd2_wr, odd3_wr, odd4_wr, even1_wr, even2_wr, even3_wr, even4_wr;
output oem_finish;
output  reg [4:0] oem_addr;
output   [7:0] oem_dataout;
parameter IDLE = 0,	  
		  CLEAR = 1,
		  CLEAR2 = 2,
		  READ = 3,
		  WAIT = 4,
		  DATA_OUT8 = 5,
		  DATA_OUT16 = 6,
		  DATA_OUT24 = 7,
		  DATA_OUT32 = 8,
		  DONE = 9;
reg [9:0] cs, ns;
reg [7:0] o_8bit;
reg [15:0] o_16bit;
reg [23:0] o_24bit;
reg [31:0] o_32bit;
reg [4:0] so_cnt;
wire [0:7] o_8bit_rev;
wire [0:15] o_16bit_rev;
wire [0:23] o_24bit_rev;
wire [0:31] o_32bit_rev;
always@(*)begin
	case(pi_length)
		2'b00:begin
			o_8bit = (pi_low)? (pi_data[15:8]):(pi_data[7:0]);
			o_16bit = 'd0;
			o_24bit = 'd0;
			o_32bit = 'd0;
		end
		2'b01: begin
			o_8bit = 'd0;
			o_16bit = pi_data;
			o_24bit = 'd0;
			o_32bit = 'd0;
		end
		2'b10: begin
			o_8bit = 'd0;
			o_16bit = 'd0;
			o_24bit = (pi_fill)? ({pi_data,{8'd0}}):({{8'd0},pi_data});
			o_32bit = 'd0;
		end
		2'b11:begin
			o_8bit = 'd0;
			o_16bit = 'd0;
			o_24bit = 'd0;
			o_32bit = (pi_fill)? ({pi_data,{16'd0}}):({{16'd0},pi_data});
		end
	endcase
end
assign o_8bit_rev[0:7] = o_8bit[7:0];
assign o_16bit_rev[0:15] = o_16bit[15:0];
assign o_24bit_rev[0:23] = o_24bit[23:0];
assign o_32bit_rev[0:31] = o_32bit[31:0];
always@(posedge clk or posedge reset)begin
	if(reset)begin
		cs <= 'd0;
		cs[IDLE] <= 1'd1;
	end
	else cs <= ns;
end
always@(*)begin
	ns = 'd0;
	case(1'd1)
		cs[IDLE]: ns[CLEAR] = 1'd1;
		cs[CLEAR]: ns[CLEAR2] = 1'd1;
		cs[CLEAR2]: begin
			if(so_cnt == 'd31) ns[READ] = 1'd1;
			else ns[CLEAR] = 1'd1;
		end
		cs[READ]:begin
			case(pi_length)
				2'b00: ns[DATA_OUT8] = 1'd1;
				2'b01: ns[DATA_OUT16] = 1'd1;
				2'b10: ns[DATA_OUT24] = 1'd1;
				2'b11: ns[DATA_OUT32] = 1'd1;
			endcase
		end
		cs[DATA_OUT8]:begin
			if(so_cnt == 5'd0) ns[WAIT] = 1'd1;
			else ns[DATA_OUT8] = 1'd1;
		end
		cs[DATA_OUT16]:begin
			if(so_cnt == 5'd0) ns[WAIT] = 1'd1;
			else ns[DATA_OUT16] = 1'd1;
		end
		cs[DATA_OUT24]:begin
			if(so_cnt == 5'd0) ns[WAIT] = 1'd1;
			else ns[DATA_OUT24] = 1'd1;
		end
		cs[DATA_OUT32]:begin
			if(so_cnt == 5'd0) ns[WAIT] = 1'd1;
			else ns[DATA_OUT32] = 1'd1;
		end
		cs[WAIT]:begin
			if(pi_end) ns[DONE] = 1'd1;
			else if(load) ns[READ] = 1'd1;
			else ns[WAIT] = 1'd1;
		end
		cs[DONE]: ns[DONE] = 1'd1;
		default: ns[IDLE] = 1'd1;
	endcase
end
always@(posedge clk or posedge reset)begin
	if(reset)begin
		so_data <= 1'd0;
		so_valid <= 1'd0;
		so_cnt <= 'd0;
	end
	else begin
		case(1'd1)
			cs[IDLE]:begin 
				so_data <= 1'd0;
				so_valid <= 1'd0;
				so_cnt <= 'd31;
			end
			cs[CLEAR]:begin
				so_cnt <= so_cnt + 1'd1;
			end
			cs[CLEAR2]:begin
			end
			cs[WAIT]:begin
				so_valid <= 1'd0;
			end
			cs[READ]:begin
				case(pi_length)
					2'b00: so_cnt <= 5'd7;
					2'b01: so_cnt <= 5'd15;
					2'b10: so_cnt <= 5'd23;
					2'b11: so_cnt <= 5'd31;
				endcase
			end
			cs[DATA_OUT8]:begin
				so_valid <= 1'd1;
				so_cnt <= so_cnt - 1'd1;
				if(pi_msb)	so_data <= o_8bit[so_cnt];
				else 		so_data <= o_8bit_rev[so_cnt];
			end
			cs[DATA_OUT16]:begin
				so_valid <= 1'd1;
				so_cnt <= so_cnt - 1'd1;
				if(pi_msb)	so_data <= o_16bit[so_cnt];
				else 		so_data <= o_16bit_rev[so_cnt];
			end
			cs[DATA_OUT24]:begin
				so_valid <= 1'd1;
				so_cnt <= so_cnt - 1'd1;
				if(pi_msb)	so_data <= o_24bit[so_cnt];
				else 		so_data <= o_24bit_rev[so_cnt];
			end
			cs[DATA_OUT32]:begin
				so_valid <= 1'd1;
				so_cnt <= so_cnt - 1'd1;
				if(pi_msb)	so_data <= o_32bit[so_cnt];
				else 		so_data <= o_32bit_rev[so_cnt];
			end
			cs[DONE]:begin
			end
		endcase
	end
end
reg [8:0] mem_num;
reg [3:0] line_cnt;
reg [7:0] data_buffer;
reg [3:0] data_cnt;
reg [4:0] odd_cnt;
reg [4:0] even_cnt;
reg odd_even;
wire line_en;
wire data_buffer_en;
assign line_en = (line_cnt == 4'd7)? 1'd1: 1'd0;
assign data_buffer_en = ((data_cnt == 4'd7))? 1'd1: 1'd0;
assign oem_dataout = data_buffer;
assign oem_finish = (mem_num == 9'd255 );
always@(posedge clk or posedge reset)begin
	if(reset) data_cnt <= 4'd0;
	else if (so_valid)begin
		if(data_cnt == 4'd7) data_cnt <= 'd0;
		else data_cnt <= data_cnt + 1'd1;
	end
end
always@(posedge clk or posedge reset)begin
	if(reset) line_cnt <= 4'd0;
	else if(data_buffer_en) begin
		if(line_cnt == 4'd7) line_cnt <= 'd0;
		else line_cnt <= line_cnt + 1'd1;
	end
end
always@(posedge clk or posedge reset)begin
	if(reset) mem_num <= 9'd0;
	else if(pi_end) mem_num <= mem_num + 1'd1;
	else if (data_buffer_en) begin
		if(mem_num == 9'd255) mem_num <= 'd0;
		else mem_num <= mem_num + 1'd1;
	end
end
always@(posedge clk or posedge reset)begin
	if(reset) begin
		data_buffer <= 'd0;
	end
	else if(so_valid)begin
		data_buffer <= data_buffer << 1'd1;
		data_buffer[0] <= so_data;
	end
end
always@(posedge clk or posedge reset)begin
	if(reset) oem_addr <= 'd0;
	else if(cs == 'd2) oem_addr <= so_cnt;
	else oem_addr <= (odd_even)? odd_cnt: even_cnt;
end
always@(posedge clk or posedge reset)begin
	if(reset)begin
		odd_even <= 1'd1;
	end
	else if(data_buffer_en && line_en) odd_even <= odd_even;
	else if(data_buffer_en) odd_even <= ~odd_even;
end
always@(posedge clk or posedge reset)begin
	if(reset)begin
		odd_cnt <= 'd0;
		even_cnt <= 'd0;
	end
	else if(data_buffer_en)begin
		if(odd_even) odd_cnt <= odd_cnt + 1'd1;
		else even_cnt <= even_cnt + 1'd1;
	end
end
always@(posedge clk or posedge reset)begin
	if(reset)begin
		odd1_wr <= 'd0;
		even1_wr <= 'd0;
	end
	else if(cs  == 'd2)begin
		odd1_wr <= 1'd1;
		even1_wr <= 1'd1;
	end
	else if(cs == 'd4)begin
		odd1_wr <= 1'd0;
		even1_wr <= 1'd0;
	end
	else if(mem_num <= 9'd63)begin
		if(data_buffer_en)begin
			if(odd_even)begin
				odd1_wr <= 1'd1;
				even1_wr <= 1'd0;
			end
			else begin
				odd1_wr <= 1'd0;
				even1_wr <= 1'd1;
			end
		end
		else begin
			odd1_wr <= 'd0;
			even1_wr <= 'd0;
		end
	end
	else begin
		odd1_wr <= 'd0;
		even1_wr <= 'd0;
	end
end	
always@(posedge clk or posedge reset)begin
	if(reset)begin
		odd2_wr <= 'd0;
		even2_wr <= 'd0;
	end
	else if(cs  == 'd2)begin
		odd2_wr <= 1'd1;
		even2_wr <= 1'd1;
	end
	else if(cs == 'd4)begin
		odd2_wr <= 1'd0;
		even2_wr <= 1'd0;
	end
	else if((9'd63 < mem_num) && (mem_num <= 9'd127))begin
		if(data_buffer_en)begin
			if(odd_even)begin
				odd2_wr <= 1'd1;
				even2_wr <= 1'd0;
			end
			else begin
				odd2_wr <= 1'd0;
				even2_wr <= 1'd1;
			end
		end
		else begin
			odd2_wr <= 'd0;
			even2_wr <= 'd0;
		end
	end
	else begin
		odd2_wr <= 'd0;
		even2_wr <= 'd0;
	end
end
always@(posedge clk or posedge reset)begin
	if(reset)begin
		odd3_wr <= 'd0;
		even3_wr <= 'd0;
	end
	else if(cs  == 'd2)begin
		odd3_wr <= 1'd1;
		even3_wr <= 1'd1;
	end
	else if(cs == 'd2)begin
		odd3_wr <= 1'd0;
		even3_wr <= 1'd0;
	end
	else if((9'd127 < mem_num) && (mem_num <= 9'd191))begin
		if(data_buffer_en)begin
			if(odd_even)begin
				odd3_wr <= 1'd1;
				even3_wr <= 1'd0;
			end
			else begin
				odd3_wr <= 1'd0;
				even3_wr <= 1'd1;
			end
		end
		else begin
			odd3_wr <= 'd0;
			even3_wr <= 'd0;
		end
	end
	else begin
		odd3_wr <= 'd0;
		even3_wr <= 'd0;
	end
end
always@(posedge clk or posedge reset)begin
	if(reset)begin
		odd4_wr <= 'd0;
		even4_wr <= 'd0;
	end
	else if(cs  == 'd2)begin
		odd4_wr <= 1'd1;
		even4_wr <= 1'd1;
	end
	else if(cs == 'd4)begin
		odd4_wr <= 1'd0;
		even4_wr <= 1'd0;
	end
	else if((9'd191 < mem_num) && (mem_num <= 9'd255))begin
		if(data_buffer_en)begin
			if(odd_even)begin
				odd4_wr <= 1'd1;
				even4_wr <= 1'd0;
			end
			else begin
				odd4_wr <= 1'd0;
				even4_wr <= 1'd1;
			end
		end
		else begin
			odd4_wr <= 'd0;
			even4_wr <= 'd0;
		end
	end
	else begin
		odd4_wr <= 'd0;
		even4_wr <= 'd0;
	end
end
endmodule
### ./run.sh
#!/bin/bash
# OpenROAD 26Q1-2900-gdf79404cd8, Yosys 0.63+post, stock flow scripts
make -C /OpenROAD-flow-scripts/flow DESIGN_CONFIG=/design/flow/config.mk WORK_HOME=/design/flow/orfs finish
==> flow_metrics.env <==
# flow metrics
export IMPL_status="finished, final reports clean"
export IMPL_r2r_start="so_cnt[1]"
export IMPL_viasPerCell=6.44
export IMPL_path_max_fanout=25
export IMPL_flop_cell="dfrtp_1"
export IMPL_critPathTopFamily="AND-OR/OR-AND gates"
export IMPL_drive_gt1_frac=0.104
export IMPL_avgSynthCellArea_um2=9.58
export IMPL_edf_count=0
export IMPL_maxSlewViolCount=0
export IMPL_yosys_cell_types_count=67
export IMPL_port_buffers=48
export IMPL_required_ns=6.03
export IMPL_critPathSlowestCell="clkdlybuf4s50_1"
export IMPL_drc=0
export IMPL_setup_viol=0
export IMPL_overflow=0
export IMPL_crit_chain="clkdlybuf4s50_1 > and3_1 > and3_1 > o311ai_0 > o311ai_1 > a311oi_1 > o211ai_1 > a31o_1"
export IMPL_grt_start_max_net_pins=60
export IMPL_yosys_area_um2=4640
export IMPL_rsz0062_at_grt="false"
export IMPL_cts_resized=0
export IMPL_cellPowerDensity_nw_per_um2=425
export IMPL_cp_num_buf_inv=1
export IMPL_fp_dieH_um=98.4
export IMPL_cpMostUsedCell="and3_1"
export IMPL_slew_limit_headroom=0.409
export IMPL_cts_tree="yes"
export IMPL_cts_buffer_depth=2
export IMPL_min_from="even_cnt[4]"
export IMPL_area_combinational_um2=2750
export IMPL_grt_pass1_vias=3839
export IMPL_vias=4025
export IMPL_p_leak_uw=0.00219
export IMPL_io_pins=49
export IMPL_skew_ns=0.0113
export IMPL_cpPeakStageDelay_ns=0.87
export IMPL_synth_flops=66
export IMPL_clk_pin_slew_ns=0.08
export IMPL_cp_start_kind="primary input"
export IMPL_warnings=28
export IMPL_worstPathArrival_ns=3.90
export IMPL_fin_setup_tns_ns=0
export IMPL_h_tree_depth=3
export IMPL_coreArea_um2=8850
export IMPL_ys_seq_frac=0.356
export IMPL_grt_antenna_before_repair=0
export IMPL_fmax_mhz=272
export IMPL_initial_utilization=0.525
export IMPL_criticalPathCategory="in2reg"
export IMPL_synthCells=485
export IMPL_startpoint="pi_fill"
export IMPL_clk_latency_ns=0.34
export IMPL_hold_viol_final=0
export IMPL_dr_pass1_iters=9
export IMPL_hpwl_um=8110
export IMPL_wl_um=11900
export IMPL_drt_antenna_violating_nets=0
export IMPL_syn_cell_area_um2=4640
export IMPL_clockRootBuffer="clkbuf_8"
export IMPL_grt_pass1_wl_um=19800
export IMPL_vdd_ir_drop_max_mv=0.306
export IMPL_finalCritPeriodShare=0.633
export IMPL_wl_per_cell_um=19.0
export IMPL_end_kind="flop"
export IMPL_chip_area_um2=9680
export IMPL_drt_iter0_drc=285
export IMPL_final_fill_count=744
export IMPL_drv_cap=0
export IMPL_timing_hold_ws_ns=0.478
export IMPL_cts_made_buffers=9
export IMPL_cts_sinks=66
export IMPL_ys_cells=485
export IMPL_ff_latch_area_um2=1650
export IMPL_synth_warnings=1
export IMPL_hold_buffers=0
export IMPL_gp_congestion=0.926
export IMPL_area_growth_pct=14.3
export IMPL_synthArstFlopShare=1.00
export IMPL_worst_pin_slew_ns=0.884
export IMPL_post_route_min_period_ns=3.67
export IMPL_die_width_um=98.4
export IMPL_grt_usage=0.268
export IMPL_post_cts_buffers=0
export IMPL_rows=34
export IMPL_hold_path_class="reg2reg"
export IMPL_diodes=0
==> stage by stage <==
step	util	area, um2	setup slack (ns)	cells	total power, uW
3_3_place_gp	0.577	5110	1.88	609	1860
2_1_floorplan	-	4640	2.93	485	1560
3_5_place_dp	0.577	5110	1.87	609	1860
4_1_cts	0.600	5310	2.22	625	2260
6_report	0.600	5310	2.13	625	2250
5_1_grt	0.600	5310	1.90	625	2430
==> cells in the final DEF, fill, tap and decap left out, drive strengths merged, types with 6 or more instances in the layout <==
| cell | count |
|---|---|
| mux4 | 21 |
| nand2 | 43 |
| a21oi | 34 |
| nand4 | 10 |
| xnor2 | 15 |
| a31oi | 10 |
| o21ai | 28 |
| and3 | 8 |
| mux2i | 16 |
| nand3 | 15 |
| nor2 | 34 |
| ha | 10 |
| inv | 12 |
| nor3 | 17 |
| clkbuf | 9 |
| or3 | 6 |
| mux2 | 13 |
| nor2b | 8 |
| dfrtp | 64 |
| clkdlybuf4s50 | 48 |
| nand2b | 7 |
==> power by group <==
part | leakage, uW | internal, uW | switching, uW
Clock | 0.0000962 | 201 | 187
Combinational | 0.00124 | 532 | 582
Sequential | 0.000847 | 607 | 146
Total | 0.00219 | 1340 | 915
==> cell type report <==
| class | count | area share |
|---|---|---|
| timing repair buffer | 53 | 0.0976 |
| multi-input combinational | 370 | 0.519 |
| sequential | 66 | 0.312 |
| clock buffer | 9 | 0.0233 |
| clock inverter | 7 | 0.0144 |
| tap | 108 | 0.0255 |
| inverter | 12 | 0.00849 |
==> cells in the mapped netlist (5+ instances only) <==
cell / number / area [um2]
a21oi_1: 34 / 170
a22oi_1: 5 / 37.5
a31oi_1: 10 / 62.6
and3_1: 8 / 50.1
buf_2: 8 / 40.0
clkbuf_1: 23 / 86.3
dfrtp_1: 64 / 1600
ha_1: 10 / 125
inv_1: 10 / 37.5
mux2_2: 13 / 146
mux2i_1: 15 / 150
mux4_1: 9 / 236
mux4_2: 12 / 270
nand2_1: 43 / 161
nand2b_1: 7 / 43.8
nand3_1: 15 / 75.1
nand4_1: 10 / 62.6
nor2_1: 34 / 128
nor2b_1: 8 / 50.1
nor3_1: 16 / 80.1
o21ai_0: 26 / 130
or3_1: 6 / 37.5
xnor2_1: 15 / 131
==> worst register-to-register path: cells and delay by family, from the launching register on <==
family / cells / cell delay, ns
buf+inv: 1 / 0.44
mux: 2 / 1.15
compound gates: 3 / 0.34
flops: 1 / 0.43
simple gates: 2 / 0.22
==> path summary, 6_finish.rpt <==
kind / endpoint / slack [ns] / cells past startpoint
worst max-delay path: so_data / 2.13 / 8
worst min-delay path: even_cnt[4] / 0.48 / 1
worst max register to register: so_data / 3.12 / 8
worst min register to register: even_cnt[4] / 0.48 / 1
max in group asynchronous: line_cnt[3] / 3.80 / 3
min in group asynchronous: data_buffer[7] / 1.03 / 2
==> sequential cells by signal, summed over array words and instances, names as in the netlist, 5 cells and up <==
name and count:
oem_addr 5, mem_num 9, data_buffer 8, so_cnt 5, cs 10, even_cnt 5
odd_cnt 5
==> cells by family (layout without fill, tap and decap cells) <==
kind of cell / after synthesis / in the layout / share of synthesized area
multiplexers: 50 / 50 / 0.178
adder cells (fa/ha/maj): 10 / 10 / 0.0269
XOR/XNOR: 18 / 18 / 0.0339
flip-flops: 66 / 66 / 0.356
AND/OR/NAND/NOR: 170 / 170 / 0.186
AND-OR/OR-AND: 122 / 122 / 0.168
buffers and inverters: 49 / 81 / 0.0509
==> layer usage <==
| layer | global-route usage | up-vias | wire [um] |
|---|---|---|---|
| met2 | 0.389 | 190 | 5350 |
| met3 | 0.0567 | 10 | 914 |
| met1 | 0.443 | 1950 | 5460 |
| met5 | 0 | - | 0 |
| met4 | 0.0402 | 0 | 129 |
| li1 | - | 1875 | - |
Power is estimated from default activity; no workload was simulated.
